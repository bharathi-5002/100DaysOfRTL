File: ./config.mk
export PLATFORM = sky130hd
export DESIGN_NAME = dual_port_ram
export DESIGN_NICKNAME = dual_port_ram
export VERILOG_FILES = /design/flow/design.v
export SDC_FILE = /design/flow/constraint.sdc
export NUM_CORES = 4
export LEC_CHECK = 1
export CORE_UTILIZATION = 30
File: ./constraint.sdc
current_design dual_port_ram

set clk_period 4.3
set clk_io_pct 0.2

create_clock -name clk0 -period $clk_period [get_ports {clk}]

set non_clock_inputs [all_inputs -no_clocks]
set_input_delay [expr $clk_period * $clk_io_pct] -clock clk0 $non_clock_inputs
set_output_delay [expr $clk_period * $clk_io_pct] -clock clk0 [all_outputs]
File: ./design.v
module dual_port_ram #(parameter data_width = 8,parameter addr_width = 4)
(clk,w_a,w_b,addr_a,addr_b,data_a,data_b,q_a,q_b);
input clk,w_a,w_b;
input [addr_width-1:0] addr_a;
input [addr_width-1:0] addr_b;
input [data_width-1:0] data_a;
input [data_width-1:0] data_b;
output reg [data_width-1:0] q_a;
output reg [data_width-1:0] q_b;
reg [data_width-1:0] ram [2**addr_width-1:0];
always@(posedge clk) begin
if(w_a)
ram[addr_a] <= data_a;
else
q_a <= ram[addr_a];
end
always@(posedge clk) begin
if(w_b)
ram[addr_b] <= data_b;
else
q_b <= ram[addr_b];
end
endmodule
File: ./run.sh
#!/bin/bash
# OpenROAD 26Q1-2900-gdf79404cd8, Yosys 0.63+post, stock flow scripts
make -C /OpenROAD-flow-scripts/flow DESIGN_CONFIG=/design/flow/config.mk WORK_HOME=/design/flow/orfs finish
==> out/metrics.yaml <==
detail_route.first_pass.iterations: 19
reg2reg_slack_ns: 2.66
post-route-period-util_pct: 68.2
min_delay_worst_endpoint: "q_b[2]"
stage_log_warnings: 25
power.clock.fraction_pct: 44.2
detailedRoute.firstIterationViolations: 399
crit_path_end_kind: "register"
port-buffer-count: 42
grt_setup_unrepaired: "no"
status: "finished clean"
core.rowCount: 59
yosys_cells: 490
hold_worst_slack_ns: 0.769
cp_max_fo: 9
maxCapViolCount: 0
numSynthFlops: 144
gr-total-overflow: 0
setup-violations-final: 0
vdd_drop_max_v: 0.000246
critical_path_class: "in -> reg"
fin_crit_ns: 2.93
synth-warning-count: 1
clkTransAtPathRegs_ns: 0.06
gpl.final_weighted_congestion: 0.878
pwr-share-seq_pct: 44.4
crit_slowest_cell: "sky130_fd_sc_hd__clkdlybuf4s50_1"
final_layout_top_logic_cell: "sky130_fd_sc_hd__edfxtp_1"
worst_r2r_startpoint: "ram[3][4]"
hold_bufs_at_cts: 0
antenna_found_initial: 0
grt_first_pass_wirelength_mm: 34.1
min_path_cells: 3
critPathLaunchType: "primary input"
post_synth_inst_count: 490
tns_ns: 0
power_frac_comb_pct: 11.4
cts_num_sinks: 144
wl_per_cell_um: 26.0
clock_insertion_delay_worst_skew_ns: 0.42
finalHoldViolations: 0
finish.utilization_pct: 36.2
fp.dieW_um: 166
grt_max_degree: 25
power.net_switching_w: 0.000801
die_area_mm2: 0.0277
fmax_ghz: 0.341
floorplanUtilization_pct: 30.8
synth_chip_area_mm2: 0.00810
mostFrequentLayoutCells: "sky130_fd_sc_hd__edfxtp_1 (144), sky130_fd_sc_hd__mux2_2 (127), sky130_fd_sc_hd__mux4_2 (64)"
cts_tree: "yes"
timing.slew.headroom_pct: 38.2
antenna_left: 0
io_pins: 43
crit_path_cell_trace: "clkdlybuf4s50_1 -> nor3b_2 -> nor2b_1 -> o21bai_1"
cts-root-to-sink-buffers: 2
postCtsResizedCells: 0
ff2ff_path_depth: 3
fin_skew_ns: 0.00681
ctsHtreeMaxLevel: 4
detailedPlacementHpwl_mm: 14.8
internal_power_w: 0.00290
number_of_global_route_vias_before_repair: 5357
report.final.slew_viol_count: 0
syn_avg_cell_area_um2: 16.5
layout-drive-gt1-share_pct: 47.7
worst_hold_start: "ram[14][2]"
post_drt_via_cell_ratio: 5.57
detail_route.antenna_diodes: 0
postRouteWirelength_mm: 22.7
worstPathArrival_ns: 2.98
pwr_density_cell_mw_per_mm2: 390
grt_util_all_layers_pct: 17.9
critical-path-max-stage-delay_ns: 0.64
mappedNetlistArea_mm2: 0.00810
leakagePower_nw: 3.06
tightestPinTransition_ns: 0.924
ys_seq_share_pct: 53.4
post_synth_num_cell_types: 27
fp.coreArea_mm2: 0.0263
synthToLayoutAreaGrowth_pct: 17.4
tritoncts.num_buffers: 17
die_y_um: 166
dr_drc_count: 0
cts.repair_timing.setup_buffer_count: 0
hold_path_class: "reg -> reg"
netSwitchingFraction_pct: 21.6
via_count: 4853
final_total_power_w: 0.00371
root_buffer: "sky130_fd_sc_hd__clkbuf_16"
cp_data_required_time_ns: 4.35
r2r-end: "q_a[4]"
==> power groups by stage <==
stage         logic [W]  registers, W  clock network, W
finish         0.000421       0.00165           0.00164
global route   0.000451       0.00165           0.00172
CTS            0.000423       0.00165           0.00165
==> how the worst max path moves through the flow <==
stage	end	cells past startpoint	startpoint	slack [ns]
6_report	ram[3][1]	4	w_a	1.37
5_1_grt	ram[3][2]	4	w_a	1.24
4_1_cts	ram[3][1]	4	w_a	1.40
==> critical path, delay by kind of cell <==
family,cells,cell delay [ns]
and+or+nand+nor,2,1.04
buffers and inverters,1,0.64
AOI/OAI and AO/OA,1,0.43
==> cells in the mapped netlist (all sizes together) <==
master | number | area [um^2]
nor2 | 12 | 67.6
nor3b | 1 | 12.5
mux4 | 64 | 1440
nand3b | 4 | 55.1
o22ai | 9 | 56.3
a22oi | 32 | 240
or3 | 3 | 18.8
buf | 25 | 130
mux2 | 128 | 1440
inv | 2 | 7.51
edfxtp | 144 | 4320
nand2b | 7 | 43.8
nand2 | 19 | 71.3
nand3 | 2 | 15.0
o21ai | 6 | 30.0
o21bai | 1 | 7.51
and2 | 2 | 12.5
or2 | 1 | 6.26
nor2b | 5 | 31.3
clkbuf | 23 | 86.3
==> flip-flops by register name, indices dropped and copies added, names as in the netlist <==
name,count
ram,128
q_b,8
q_a,8
==> routing by layer <==
layer | vias up | share of wire (%) | GRT usage (%)
met5 | - | 0.26 | 2.43
met1 | 2477 | 38 | 23.3
li1 | 2090 | - | -
met4 | 2 | 2.0 | 3.70
met2 | 256 | 48 | 27.4
met3 | 28 | 11 | 9.40
==> layout make-up <==
type	count	area, um^2
Timing Repair Buffer	63	558
Fill cell	2406	16800
Multi-Input combinational cell	296	3550
Clock buffer	17	425
Tap cell	335	419
Sequential cell	144	4320
Clock inverter	15	221
Inverter	2	7.51
==> cell families after synthesis <==
family,after synthesis,share of synthesized area [%]
simple gates,56,4.12
flops,144,53.4
compound gates,48,4.12
buf+inv,50,2.77
mux,192,35.6
==> through the flow <==
| stage | setup WS [ns] | instances | instance area [um^2] |
|---|---|---|---|
| floorplan | 1.61 | 490 | 8100 |
| global placement | 1.03 | 840 | 8860 |
| detailed placement | 0.973 | 840 | 8860 |
| CTS | 1.40 | 872 | 9510 |
| global route | 1.24 | 872 | 9510 |
| finish | 1.37 | 872 | 9510 |
No activity file was given, so power comes from the tool's default toggle rates.
