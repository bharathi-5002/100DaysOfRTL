<file path="flow/constraint.sdc">
current_design eprom

set clk_period 2.3
set clk_io_pct 0.2

create_clock -name clk0 -period $clk_period [get_ports {clk}]

set non_clock_inputs [all_inputs -no_clocks]
set_input_delay [expr $clk_period * $clk_io_pct] -clock clk0 $non_clock_inputs
set_output_delay [expr $clk_period * $clk_io_pct] -clock clk0 [all_outputs]
</file>
<file path="flow/design.v">
module eprom(
    input wire clk,
    input wire [3:0] addr,
    input wire [7:0] din,
    input wire w_e,
    input wire erase,
    output reg [7:0] data
);
integer i;
reg [7:0] memory [0:15];
always @(posedge clk) begin
if (erase) begin
   for (i = 0; i < 16; i = i + 1)
       memory[i] <= 8'b11111111;
    end
 else if (w_e) begin
    memory[addr] <= din;
    end
end
always @(*) begin
    data = memory[addr];  
    end
endmodule
</file>
<file path="flow/run.sh">
#!/bin/bash
# OpenROAD 26Q1-2900-gdf79404cd8, Yosys 0.63+post, stock flow scripts
make -C /OpenROAD-flow-scripts/flow DESIGN_CONFIG=/design/flow/config.mk WORK_HOME=/design/flow/orfs finish
</file>
<file path="flow/config.mk">
export PLATFORM = sky130hd
export DESIGN_NAME = eprom
export DESIGN_NICKNAME = eprom
export VERILOG_FILES = /design/flow/design.v
export SDC_FILE = /design/flow/constraint.sdc
export NUM_CORES = 4
export LEC_CHECK = 1
export CORE_UTILIZATION = 50
</file>
==> flow_metrics.tcl <==
# metrics dict for downstream scripts
set metrics [dict create \
    ff_type "edfxtp_1" \
    tns_ns 0 \
    cts.sink_count 128 \
    status "finished clean" \
    insertedDiodeCount 0 \
    final_min_period_over_clock_period 0.987 \
    maxCapViolCount 0 \
    critPathMaxFanout 7 \
    whs_endpoint "memory[14][0]" \
    avgViaCountPerCell 5.51 \
    peakVddDrop_mv 0.493 \
    port_buffers 22 \
    dp.cells 574 \
    clock.fmax_ghz 0.440 \
    dieArea_sq_um 12400 \
    slew_headroom 0.569 \
    numCtsBuffers 17 \
    pre_cts_slack_ns -0.387 \
    stdcell_count 612 \
    grt_overflow 0 \
    first_pass_iters 20 \
    hold_path_class "input pin to register" \
    core_area_sq_um 11500 \
    hold_start "addr[0]" \
    vias 3371 \
    ys_cells 381 \
    ys_ff 128 \
    power_mw 5.84 \
    initCoreUtil 0.518 \
    final_core_utilization 0.654 \
    grt_max_degree 20 \
    max_slew.worst_pin.slew_ns 0.645 \
    area_leaders "edfxtp_1, mux4_2, nand2b_1" \
    setup_viol 0 \
    grt_pass1_wl_um 20900 \
    top_cells_by_count "edfxtp_1, nand2b_1, or2_2, or2_1, mux4_2" \
    die_w_um 111 \
    netlist.top_cell.by_area "edfxtp_1" \
    grt_antenna_before_repair 0 \
    drive_above_1_share 0.416 \
    htreeDepth 4 \
    ys_warn_count 1 \
    yosys_area_sq_um 5970 \
    yosys.cell_count.top_type "edfxtp_1" \
    die_h_um 111 \
    slew_viol_final 0 \
    worstSetupStartpointType "input pin" \
    hpwlAfterDp_um 8880 \
    largest_reg_flops 128 \
    edf_count 128 \
    n_fill_cell 815 \
    place_congestion 0.808 \
    grt_use_total 0.254 \
    powerDensity_nw_per_um2 775 \
    area_growth_pct 26.3 \
    path_clk_slew_ns 0.06 \
    wl_per_cell_um 21.5 \
    largest-register "memory" \
    drt-initial-drc-count 202 \
    num_io_pins 23 \
    holdPathStages 5 \
    leakage_nw 2.53 \
    crit_type "input pin to primary output" \
    required_ns 1.84 \
    ctsHoldBuffers 0 \
    reg_top3 "memory x128" \
    avgSynthCellArea_sq_um 15.7 \
    cts_tree "done" \
    postSynthSeqShare 0.644 \
    first_global_vias 3698 \
    cts_root_buffer "clkbuf_16" \
    drc_errors 0 \
    ant_nets 0 \
    rows 39 \
    clk_path_buf_depth 2 \
    synth.distinct_cells 26 \
    hold_viol_final 0 \
    setup_ws_ns 0.0291 \
    synthCells 381 \
    arrival_ns 1.81 \
    async_reset_ff_frac 0 \
    crit_path_end_kind "primary output" \
    period_needed_ns 2.27 \
    synth.top_cell.area_share 0.644 \
    routed_wl_um 13100 \
    synth_area_sq_um 5970 \
    warnings 26 \
]
[worst max-delay path, stage by stage]
cell and delay (ns):
buf_16 0.13, buf_12 0.11, buf_16 0.11, mux4_2 0.49, a22oi_2 0.19, nand2_1 0.08
dlygate4sd2_1 0.23
[area by class of cell]
| type | instances | area [sq um] | share of cell area |
|---|---|---|---|
| clock buffer | 18 | 429 | 0.0570 |
| tap | 143 | 179 | 0.0238 |
| timing repair buffer | 82 | 902 | 0.120 |
| multi-input combinational | 227 | 2040 | 0.270 |
| sequential | 128 | 3840 | 0.510 |
| clock inverter | 14 | 141 | 0.0188 |
[timing repair]
| action | in CTS | in global routing |
|---|---|---|
| cloned | 3 | 0 |
| pin swaps | 18 | 9 |
| resized | 42 | 8 |
| setup endpoints to repair | 8 | 6 |
| setup buffers | 1 | 2 |
[layer usage]
layer | global-route usage | wire [um] | up-vias
met3 | 0.147 | 1610 | 8
met1 | 0.420 | 5510 | 1649
met2 | 0.343 | 5920 | 139
met5 | 0 | 0 | -
met4 | 0.0270 | 111 | 0
li1 | - | - | 1575
[placed cells by master (no fill, tap or decap), drive strengths merged]
cell type	n
inv	2
buf	62
and4bb	2
nor4b	1
dlygate4sd2	5
clkbuf	19
or2	85
a22oi	16
edfxtp	128
and2	1
bufinv	2
nand2b	50
clkdlybuf4s15	4
nor2b	4
nand4b	1
clkdlybuf4s50	10
and3	3
or3	9
mux4	32
o21bai	1
nand2	18
clkinv	5
nor3b	2
clkinvlp	5
nor2	2
[kinds of logic after synthesis]
family,count (synthesis),synth area share
AOI/OAI and AO/OA,17,0.0214
and+or+nand+nor,178,0.185
buffers and inverters,26,0.0237
muxes,32,0.125
DFF,128,0.644
[per-stage QoR]
| step | area [sq um] | hold slack (ns) |
|---|---|---|
| floorplan | 5970 | 0.636 |
| global placement | 6760 | 1.19 |
| detailed placement | 6760 | 1.19 |
| CTS | 7480 | 0.688 |
| global route | 7530 | 0.692 |
| finish | 7530 | 0.685 |
[report_power, final]
| part | internal [mW] | switching [mW] |
|---|---|---|
| clock | 1.59 | 0.961 |
| combinational | 0.290 | 0.260 |
| sequential | 2.70 | 0.0371 |
| total | 4.58 | 1.26 |
[how the worst max path moves through the flow]
stage / from / cells past startpoint / endpoint
after CTS: addr[0] / 7 / data[7]
after global routing: addr[0] / 7 / data[2]
final: addr[0] / 7 / data[2]
