===== design/flow/design.v =====
module rom_16_8 #(parameter addr_width = 4, parameter data_width = 8 )( clk,addr,dout);
input clk;
input [addr_width-1:0] addr;
output reg [data_width-1:0] dout;
reg [data_width-1:0] memory [0:(1<<addr_width)-1];
initial begin
memory[0]  = 8'hAA;
memory[1]  = 8'hBB;
memory[2]  = 8'hCC;
memory[3]  = 8'hDD;
memory[4]  = 8'hEE;
memory[5]  = 8'hFF;
memory[6]  = 8'h11;
memory[7]  = 8'h22;
memory[8]  = 8'h33;
memory[9]  = 8'h44;
memory[10] = 8'h55;
memory[11] = 8'h66;
memory[12] = 8'h77;
memory[13] = 8'h88;
memory[14] = 8'h99;
memory[15] = 8'h00;
end
always @(posedge clk) begin
dout <= memory[addr];
end
endmodule

===== design/flow/run.sh =====
#!/bin/bash
# OpenROAD 26Q1-2900-gdf79404cd8, Yosys 0.63+post, stock flow scripts
make -C /OpenROAD-flow-scripts/flow DESIGN_CONFIG=/design/flow/config.mk WORK_HOME=/design/flow/orfs finish

===== design/flow/config.mk =====
export PLATFORM = sky130hd
export DESIGN_NAME = rom_16_8
export DESIGN_NICKNAME = rom_16_8
export VERILOG_FILES = /design/flow/design.v
export SDC_FILE = /design/flow/constraint.sdc
export NUM_CORES = 4
export LEC_CHECK = 1
export CORE_AREA = 10 10 70 70
export DIE_AREA = 0 0 80 80

===== design/flow/constraint.sdc =====
current_design rom_16_8

set clk_period 1.0
set clk_io_pct 0.2

create_clock -name clk0 -period $clk_period [get_ports {clk}]

set non_clock_inputs [all_inputs -no_clocks]
set_input_delay [expr $clk_period * $clk_io_pct] -clock clk0 $non_clock_inputs
set_output_delay [expr $clk_period * $clk_io_pct] -clock clk0 [all_outputs]

==> out/qor.yml <==
floorplanning:
  rows: 21
  fp_util: 0.07985
  io-pin-count: 13
  die_area_um2: 6400
  die_y_um: 80
  die_x_um: 80
  core_area_um2: 3416
synth:
  yosys_warnings: 1
  edf_count: 0
  syn_area_um2: 272.8
  common_cells: "5 x ha_1, 4 x buf_4, 4 x dfxtp_1, 4 x inv_1, 2 x o21ai_0"
  yosysSeqAreaShare: 0.2936
  syn_avg_cell_area_um2: 9.406
  largest_area_cell: "dfxtp_1"
  async_reset_ff_frac: 0
  ys_ff: 4
  synthCells: 29
  top_area_frac: 0.2936
  synth_cell_types: 15
  ys_area_um2: 272.8
  flop_cell: "dfxtp_1"
  yosys_cells: 29
  synthTopCellsByArea: "dfxtp_1 29%, ha_1 23%, buf_4 11%"
  most_common_cell: "ha_1"
detailed_routing:
  n_antenna_cell: 0
  viasPerCell: 2.699
  wirelength_um: 661
  vias: 251
  drcViolationCount: 0
  wire_per_inst_um: 7.108
  drt_pass1_iterations: 2
  ant_nets: 0
  first_iter_violations: 12
placement:
  gp_congestion: 0.7564
  hpwl_um: 576.2
  port_buffers: 12
worst_setup_path:
  path_class: "input pin to flip-flop"
  cp.required_ns: 1.10
  cp.arrival_ns: 1.09
  end_kind: "flip-flop"
  cp_max_fo: 3
  cp-start-kind: "input pin"
global_routing:
  grt_antenna_before_repair: 0
  grt_pass1_wl_um: 1228
  grt_max_degree: 6
  grt_pass1_vias: 282
  grt_overflow: 0
  grt.total_usage: 0.02315
power:
  internal-power_mw: 0.4149
  p_seq_frac: 0.356
  powerDensity_nw_per_um2: 1045
  leakage_nw: 0.2232
  ir_drop_uv: 232.1
  swShare: 0.2201
  pwr-share-clk: 0.366
  p_sw_mw: 0.1171
  p_total_mw: 0.5321
  p_comb_frac: 0.279
timing:
  period_used_share: 0.9886
  finalHoldViolations: 0
  setup-tns-final_ns: 0
  finalMaxSlewViolations: 0
  finalCriticalPeriod_ns: 0.9886
  setup_viol: 0
  worst_slew_pin_slew_ns: 0.2008
  max_freq_mhz: 1012
  grt_setup_unrepaired: "true"
  slew_headroom: 0.8661
hold_path:
  hp-start: "addr[0]"
  hold_class: "input pin to flip-flop"
  min_path_cells: 4
  min_to: "dout[4]"
final_layout:
  logic_area_um2: 155.1
  largest_reg_flops: 4
  finish.utilization: 0.1491
  layout-drive-gt1-share: 0.4468
  fillers: 388
  top_regs: "dout x4"
  regMostFlops: "dout"
  flop_area_um2: 85.08
  area_growth_pct: 86.70
run:
  cap_viol_max_count: 0
  tool_warnings: 31
clock_network:
  cts_tree: "done"
  numCtsBuffers: 3
  clockRootBuffer: "clkbuf_4"
  path_clk_slew_ns: 0.04
  holdBufCountCts: 0
  clock_sinks: 4
  clockBufferDepth: 2
  htreeDepth: 1
status:
  outcome: "complete, no violations"
worst max-delay path by stage:
stage,from,to,slack (ns),cells past startpoint
CTS,addr[0],dout[1],-0.09,6
finish,addr[1],dout[1],0.01,5
global route,addr[1],dout[1],-0.008,5
metal layers:
layer | part of all wire | global-route usage
met5 | 0 | 0
met4 | 0.020 | 0.008803
met3 | 0.26 | 0.02045
met2 | 0.39 | 0.03531
met1 | 0.34 | 0.02193
cell usage in the layout, fill, tap and decap left out, types with 2 or more instances in the layout:
master	synthesis	layout
dlygate4sd2_1	0	4
clkbuf_4	0	3
clkdlybuf4s15_1	0	6
inv_1	4	2
dfxtp_2	0	4
ha_1	5	4
buf_4	4	8
cell families after synthesis:
logic type	after synthesis	share of synthesized area
flip-flops	4	0.2936
multiplexers	1	0.08256
AND-OR/OR-AND	4	0.08260
adder cells (fa/ha/maj)	5	0.2294
AND/OR/NAND/NOR	5	0.09631
buffers and inverters	9	0.1835
XOR/XNOR	1	0.03212
layout make-up:
type / count / area share
well taps: 46 / 0.1130
flip-flops and latches: 4 / 0.1671
repair buffers: 20 / 0.3366
clock buffers: 3 / 0.04423
multi-input cells: 16 / 0.3047
inverters: 4 / 0.03440
stage by stage:
step | cells | hold slack [ns] | setup slack (ns) | cell area (um^2)
after floorplan | 29 | 0.2943 | -0.1321 | 285.3
after global placement | 90 | 0.8871 | -0.6478 | 488.0
after detailed placement | 90 | 0.8898 | -0.6688 | 488.0
after CTS | 93 | 0.4813 | -0.08967 | 508.0
after global routing | 93 | 0.4295 | -0.008387 | 509.2
final | 93 | 0.3955 | 0.01137 | 509.2
worst max-delay path: stages:
cell	delay [ns]
clkbuf_2	0.09
inv_2	0.05
ha_4	0.26
inv_1	0.03
mux4_2	0.45
power by group through the flow:
stage | clock, mW | combinational [mW] | sequential, mW
CTS | 0.205 | 0.145 | 0.188
global route | 0.232 | 0.167 | 0.192
finish | 0.195 | 0.148 | 0.189
timing repair:
| item | CTS | global route |
|---|---|---|
| gates resized | 23 | 10 |
| buffers inserted | 0 | 0 |
| setup endpoints to repair | 12 | 7 |
Power is estimated from default activity; no workload was simulated.
